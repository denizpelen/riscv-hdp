`config.mk`:
```
export PLATFORM = sky130hd
export DESIGN_NAME = alu
export DESIGN_NICKNAME = alu
export VERILOG_FILES = /design/flow/design.v
export SDC_FILE = /design/flow/constraint.sdc
export NUM_CORES = 4
export LEC_CHECK = 1
export CORE_AREA = 10 10 70 70
export DIE_AREA = 0 0 80 80
```
`constraint.sdc`:
```
current_design alu

set clk_period 3.0
set clk_io_pct 0.2

create_clock -name clk0 -period $clk_period

set non_clock_inputs [all_inputs -no_clocks]
set_input_delay [expr $clk_period * $clk_io_pct] -clock clk0 $non_clock_inputs
set_output_delay [expr $clk_period * $clk_io_pct] -clock clk0 [all_outputs]
```
`design.v`:
```
module alu(
input [3:0] op1,  
input [3:0] op2,  
input [2:0] operation,  
output [3:0] res  
);
assign res = (operation == 3'b000) ? op1 + op2 :
(operation == 3'b001) ? op1 - op2 :
(operation == 3'b010) ? op1 & op2 :
(operation == 3'b011) ? op1 | op2 :
(operation == 3'b100) ? op1 ^ op2 :
4'b0000; 
endmodule
```
`run.sh`:
```
#!/bin/bash
# OpenROAD 26Q1-2900-gdf79404cd8, Yosys 0.63+post, stock flow scripts
make -C /OpenROAD-flow-scripts/flow DESIGN_CONFIG=/design/flow/config.mk WORK_HOME=/design/flow/orfs finish
```
==> reports/summary.json <==
{
  "critical_path_required": {"value": 2400, "unit": "ps"},
  "path_class": {"value": "input pin to output pin"},
  "wl_met2": {"value": 565, "unit": "um"},
  "synth_area": {"value": 526, "unit": "um2"},
  "synth_top_cell_by_area": {"value": "ha_1"},
  "first_global_vias": {"value": 554},
  "worst-slew-pin-transition": {"value": 281, "unit": "ps"},
  "clock_buffers": {"value": 0},
  "warnings_from_yosys": {"value": 0},
  "report.final.slew_viol_count": {"value": 0},
  "drt-vias-per-instance": {"value": 3.81},
  "post_synth_inst_count": {"value": 66},
  "power.combinational.fraction": {"value": 1.000},
  "intPower": {"value": 0.0680, "unit": "mW"},
  "grt_usage": {"value": 0.0418},
  "postCtsHoldBufs": {"value": 0},
  "synth.distinct_cells": {"value": 31},
  "synth-area-yosys": {"value": 526, "unit": "um2"},
  "total_switching_power": {"value": 0.0509, "unit": "mW"},
  "fp_util": {"value": 0.154},
  "pwr-share-seq": {"value": 0},
  "relative_contribution_of_the_clock_network_to_total_power": {"value": 0},
  "path_max_fanout": {"value": 2},
  "drt_pre_antenna_iters": {"value": 4},
  "number_of_non_filler_instances_in_the_completed_layout": {"value": 138},
  "timing.critical_path.to_type": {"value": "output pin"},
  "totalNegativeSetupSlack": {"value": 0, "unit": "ps"},
  "yosysCellCount": {"value": 66},
  "area.growth.synth_to_final": {"value": 65.2, "unit": "%"},
  "power_density": {"value": 137, "unit": "nW/um2"},
  "grt_remaining_overflow": {"value": 0},
  "slew_headroom": {"value": 0.811},
  "power": {"value": 0.119, "unit": "mW"},
  "avgSynthCellArea": {"value": 7.96, "unit": "um2"},
  "logic_area": {"value": 520, "unit": "um2"},
  "status": {"value": "complete, no violations"},
  "fin_crit_sh": {"value": 0.975},
  "grt_pass1_wl": {"value": 2280, "unit": "um"},
  "top_level_ports": {"value": 15},
  "route.top_layer_used": {"value": "met3"},
  "met3_length": {"value": 124, "unit": "um"},
  "grt_antenna_before_repair": {"value": 0},
  "std_cell_rows": {"value": 21},
  "top_area_frac": {"value": 0.262},
  "num_vias": {"value": 526},
  "n_sequential_cell": {"value": 0},
  "pin_count_of_the_biggest_net_entering_global_routing": {"value": 13},
  "area_leaders": {"value": "ha_1 (26%), inv_1 (7.9%), fa_1 (7.6%)"},
  "worst_ir_drop_vdd": {"value": 35.7, "unit": "uV"},
  "power.switching_fraction": {"value": 0.428},
  "place.port_buffers": {"value": 15},
  "gp_routability_congestion": {"value": 0.901},
  "die_width": {"value": 80, "unit": "um"},
  "leakage_dissipation": {"value": 0.404, "unit": "nW"},
  "number_of_warnings_in_the_stage_logs": {"value": 39},
  "detail_route.wirelength": {"value": 1330, "unit": "um"},
  "hold_vio_cnt_final": {"value": 0},
  "common_cells": {"value": "ha_1 (11), inv_1 (11), nand2_1 (4)"},
  "seq_area_frac_synth": {"value": 0},
  "post_route_cells_drive_above_1_share": {"value": 0.337},
  "critPathArrivalTime": {"value": 2320, "unit": "ps"},
  "setup_viol_count_final": {"value": 0},
  "route.antenna.diode_count": {"value": 0},
  "drc_errors": {"value": 0},
  "fin_crit": {"value": 2920, "unit": "ps"},
  "final_antenna_net_count": {"value": 0},
  "die-height": {"value": 80, "unit": "um"},
  "drt_first_iter_violations": {"value": 7},
  "max-cap-violations": {"value": 0},
  "dp.cells": {"value": 137},
  "seqCellArea": {"value": 0, "unit": "um2"},
  "number_of_fillers_in_the_final_layout": {"value": 366},
  "core_area": {"value": 3420, "unit": "um2"},
  "startpoint_type": {"value": "input pin"},
  "unrepaired_setup_endpoints_after_global_routing": {"value": "false"},
  "maxClockFrequency": {"value": 342, "unit": "MHz"},
  "hp-class": {"value": "input pin to output pin"},
  "chip_area": {"value": 6400, "unit": "um2"},
  "post_drt_wl_per_cell": {"value": 9.63, "unit": "um"},
  "hpwl": {"value": 1130, "unit": "um"},
  "met1Wirelength": {"value": 639, "unit": "um"}
}
## power by group through the flow
stage	logic (mW)	registers [mW]	clock network [mW]
4_1_cts	0.116	0	0
5_1_grt	0.133	0	0
6_report	0.119	0	0
## per-layer routing
| layer | GRT usage | up-vias |
|---|---|---|
| met1 | 0.0556 | 235 |
| met2 | 0.0666 | 12 |
| met5 | 0 | - |
| met3 | 0.0159 | 0 |
| li1 | - | 279 |
| met4 | 0 | 0 |
## cells in the final DEF, fill, tap and decap left out, types with 2 or more instances in the layout
cell type,n
nor2b_1,2
nor2_1,3
inv_1,8
dlygate4sd2_1,5
nand2b_1,3
ha_4,3
buf_4,15
ha_1,7
a21oi_1,2
mux2i_1,3
clkdlybuf4s50_1,6
nand2_1,4
inv_2,3
## area by class of cell
class | instances | area share
well taps | 46 | 0.0663
repair buffers | 30 | 0.287
inverters | 11 | 0.0476
multi-input cells | 51 | 0.599
## metrics by stage
step                setup slack, ps   util  hold WS (ps)  instance area, um2
global placement               -534  0.238          2340                 812
detailed placement             -571  0.238          2360                 812
floorplan                       567      -          1350                 526
global route                   8.92  0.254          2010                 868
CTS                           0.776  0.249          2070                 852
finish                         75.7  0.254          1940                 868
## cell families after synthesis
logic type                 Yosys count  synth area share
AOI/OAI and AO/OA                   15             0.245
buffers and inverters               15             0.129
adders and majority gates           13             0.338
and+or+nand+nor                     18             0.193
muxes                                4            0.0786
xor gates and xnor gates             1            0.0167
## worst max-delay path, stage by stage
cell and delay, ps:
dlygate4sd2_1 260, ha_2 190, inv_1 70, fa_1 400, mux2_4 280, o22a_1 210
o22ai_2 130, clkdlybuf4s15_1 190
## worst paths after layout
path / startpoint / to / slack [ps] / depth (start not counted)
setup / recovery: op1[0] / res[1] / 80 / 8
hold / removal: op1[3] / res[3] / 1940 / 7
## repair_timing
| action | 4_1_cts | 5_1_grt |
|---|---|---|
| gates cloned | 0 | 0 |
| setup buffers | 1 | 0 |
| gates resized | 19 | 8 |
| pin swaps | 5 | 0 |
| setup endpoints to repair | 3 | 2 |
Power is estimated from default activity; no workload was simulated.
